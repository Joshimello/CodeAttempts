**config.mk**
```make
export PLATFORM = sky130hd
export DESIGN_NAME = PAT
export DESIGN_NICKNAME = PAT
export VERILOG_FILES = /design/flow/design.v
export SDC_FILE = /design/flow/constraint.sdc
export NUM_CORES = 4
export LEC_CHECK = 1
export CORE_AREA = 10 10 70 70
export DIE_AREA = 0 0 80 80
```
**constraint.sdc**
```tcl
current_design PAT

set clk_period 1.6
set clk_io_pct 0.2

create_clock -name clk0 -period $clk_period [get_ports {clk}]

set non_clock_inputs [all_inputs -no_clocks]
set_input_delay [expr $clk_period * $clk_io_pct] -clock clk0 $non_clock_inputs
set_output_delay [expr $clk_period * $clk_io_pct] -clock clk0 [all_outputs]
```
**design.v**
```verilog
module PAT (
  input wire clk,
  input wire reset,
  input wire data,
  output wire flag
);
  reg [3:0] s;
  always @(posedge !clk or posedge reset) begin
    if (reset)
      s <= 7;
    else begin
      case (s)
        7: s = data ? 0 : 7;  
        0: s = data ? 1 : 4;  
        1: s = data ? 1 : 2;  
        2: s = data ? 3 : 7;  
        3: s = data ? 6 : 4;  
        4: s = data ? 5 : 7;  
        5: s = data ? 6 : 4;  
        6: s = data ? 1 : 4;  
        default: s = 7;
      endcase
    end
  end
  assign flag = (s == 3 || s == 6) ? 1'b1 : 1'b0;
endmodule
module Traffic_Light_Controller(
  input wire CLK, RESET, LR_has_Car,
  output wire [2:0] HW_light, LR_light
);
  reg [3:0] s, c;
  always @(posedge CLK or posedge RESET) begin
    if (RESET) begin
      s = 0; c = 0;
    end else begin
      case (s)
        0: if (c >= 5 && LR_has_Car == 1) begin
          s = 1; c = 0; end
        1: if (c >= 3) begin
          s = 2; c = 0; end
        2: if (c >= 1) begin
          s = 3; c = 0; end
        3: if (c >= 5) begin
          s = 4; c = 0; end
        4: if (c >= 3) begin
          s = 5; c = 0; end
        5: if (c >= 1) begin
          s = 0; c = 0; end
        default: s = 0;
      endcase
    end
    c++;
  end
  assign HW_light = (s == 0) ? 3'b100 : (s == 1) ? 3'b010 : 3'b001;
  assign LR_light = (s == 3) ? 3'b100 : (s == 4) ? 3'b010 : 3'b001;
endmodule
```
**run.sh**
```bash
#!/bin/bash
# OpenROAD 26Q1-2900-gdf79404cd8, Yosys 0.63+post, stock flow scripts
make -C /OpenROAD-flow-scripts/flow DESIGN_CONFIG=/design/flow/config.mk WORK_HOME=/design/flow/orfs finish
```
==> git commit body <==
Store results of the implementation flow

- Entering global routing, the biggest net connects 9 pins.
* Starting utilization of the core area: 8.28%
- Biggest registers after layout: s: 8 flops
* Yosys cell count: 23
- Distinct lib cells used: 11
* RSZ-0062 raised after global routing: yes
- On the worst setup and hold paths after CTS, the clock-pin slew comes to 0.05 ns.
- For this run, the script counts the antenna cells in the layout as 0.
- Count of hold-fix buffers inserted at cts: 0
- Averaged over all synthesized cells, the footprint is 12.3 um2.
- Nets still carrying antenna violations after routing amount to 0.
- The iteration count recorded for the first detailed-route pass is 4.
- CTS sink count: 8
- The detailed router placed 179 vias in this run.
* Sequential cell area fraction in the yosys report: 71.2%
* Metal2 WL: 156 um
- Tot Pwr: 0.440 mW
* Total cell area reported by yosys after synthesis: 283 um2
- Clock skew on the completed layout was measured at 0.0418 ns.
* First-iteration detailed-routing DRC count: 12
- Highest Signal Layer: met4
- Internal power summed over all cells: 0.339 mW
* Worst-path maximum fanout: 2
* Clock latency at the later pin of the worst-skew pair: 0.30 ns
- Vias per cell: 2.27
- Hold-check failures listed in the final report amount to 0.
- Number of standard cells after synthesis: 23
- Clock tree from TritonCTS: done
* Post-placement setup slack: -0.462 ns
* Depth of the worst register-to-register path: 4
- DRT Wirelength: 477 um
* Initial antenna violation count: 0
- Across the VDD grid, the largest voltage drop is 0.224 mV.
* Core Rows: 21
- IO buf count: 3
- Total routing usage reported by global routing: 1.63%
- Looking at the post-CTS report, the setup buffer insertion count equals 0.
- After floorplanning, the die was sized to cover 6400 um2.
* Final Max Tran Viols: 0
- According to the timing report, the data required time at the worst endpoint equals 1.28 ns.
- In this run the layout overhead on the synthesized area is reported as 46.0%.
- The largest total area in the synthesized netlist belongs to sky130_fd_sc_hd__dfrtn_1.
- Biggest register: s
- 4 I/O pins were placed.
- Via count of the first global-routing pass: 170
- The report lists the power per cell area as 1070 nW/um2.
* CP Launch Type: flip-flop
* Synth Register Bits: 8
- Looking at the setup timing report, the critical path kind is flip-flop to primary output.
- Met1 routed wirelength after detailed routing: 239 um
- On the final layout, the worst hold slack is 0.430 ns.
* Worst path setup slack after routing: -0.442 ns
* Switching share of power: 22.9%
- Number of warning messages in the yosys log: 1
- Met3 wire length: 67 um
- The final reports fail on negative setup slack.
- The register with the most flip-flops in the layout has 8 of them.
- Drt wl/cell: 6.04 um
* Clk network pwr share: 40.4%
- In the final layout, the share of cells above drive strength 1 is 27.3%.
* Final setup fails: 1
- Utilization after layout: 12.1%
- Reported net switching power: 0.101 mW
* Die outline width: 80 um
- Recorded from the global router log, the overflow total was 0.
- For this run, design rule violations remaining after detail routing come to 0.
- Hold path cells: 1
- Summed over all nets, the half-perimeter wirelength after detailed placement is 365 um.
* Core Area: 3420 um2
- The stage logs contain a warning count of 29.
- Largest cells by area after synthesis: sky130_fd_sc_hd__dfrtn_1 (62%), sky130_fd_sc_hd__dfstp_2 (9.3%), sky130_fd_sc_hd__and2_1 (6.6%)
- Of the total power, registers draw 51.5%.
- Combinational group share of total power: 8.1%
- The area fraction of the largest cell type after synthesis is 61.9%.
* Leakage dissipation: 0.192 nW
* Number of buffers on the longest clock path: 2
* CTS buffer count: 3
* Gpl congestion: 0.692
* Remaining max-slew budget at the tightest pin: 84.8%
- The final layout reports a setup TNS of -0.442 ns.
* # Max-Cap Violations: 0
- The mapped netlist covers 283 um2.
* Category of the worst setup path capture point: primary output
* Result of the run: finished with violations
- The arrival time of data at the worst endpoint is listed as 1.72 ns.
* First-pass GRT wire length: 765 um
- Die outline height: 80 um
- Max H-tree Level: 1
* Master cell of the clock root buffer: sky130_fd_sc_hd__clkbuf_4
* Worst-margin pin slew: 0.228 ns
* Tightest Hold Check Type: flip-flop to flip-flop
==> final timing paths <==
path                       slack (ns)            from             end
min                              0.43  s[3]$_DFF_NP0_  s[7]$_DFF_NP0_
max in group asynchronous        0.38           reset  s[5]$_DFF_NP0_
max                             -0.44  s[7]$_DFF_NP0_            flag
min reg2reg                      0.43  s[3]$_DFF_NP0_  s[7]$_DFF_NP0_
max reg2reg                      0.64  s[4]$_DFF_NP0_  s[5]$_DFF_NP0_
min in group asynchronous        0.90           reset  s[4]$_DFF_NP0_
==> critical path, cell delays in order, from the launching register on <==
cell                      delay [ns]
sky130_fd_sc_hd__dfrtn_1        0.33
sky130_fd_sc_hd__or2_1          0.21
sky130_fd_sc_hd__buf_2          0.11
==> layout make-up <==
class                           count  area, um2
Sequential cell                     8        201
Fill cell                         395       3000
Tap cell                           46       57.6
Multi-Input combinational cell     13       73.8
Timing Repair Buffer                6       46.3
Clock inverter                      1       3.75
Inverter                            1       3.75
Clock buffer                        4       26.3
==> metrics by stage <==
stage	std cells	cell area [um2]
floorplan	23	283
global placement	75	393
detailed placement	75	393
CTS	79	413
global route	79	413
finish	79	413
==> cell usage after synthesis <==
cell,n
sky130_fd_sc_hd__and2_1,3
sky130_fd_sc_hd__nor2b_1,2
sky130_fd_sc_hd__nor2_1,2
sky130_fd_sc_hd__o21a_1,1
sky130_fd_sc_hd__or2_1,1
sky130_fd_sc_hd__nor3_1,2
sky130_fd_sc_hd__inv_1,2
sky130_fd_sc_hd__a21oi_1,1
sky130_fd_sc_hd__dfrtn_1,7
sky130_fd_sc_hd__dfstp_2,1
sky130_fd_sc_hd__nor2_2,1
==> layout by cell type, fill, tap and decap left out <==
master                            netlist  final
sky130_fd_sc_hd__a21oi_1                1      1
sky130_fd_sc_hd__and2_1                 3      3
sky130_fd_sc_hd__buf_2                  0      1
sky130_fd_sc_hd__buf_4                  0      3
sky130_fd_sc_hd__clkbuf_1               0      1
sky130_fd_sc_hd__clkbuf_4               0      3
sky130_fd_sc_hd__clkdlybuf4s50_1        0      1
sky130_fd_sc_hd__dfrtn_1                7      7
sky130_fd_sc_hd__dfstp_2                1      1
sky130_fd_sc_hd__dlygate4sd2_1          0      1
sky130_fd_sc_hd__inv_1                  2      2
sky130_fd_sc_hd__nor2_1                 2      2
sky130_fd_sc_hd__nor2_2                 1      1
sky130_fd_sc_hd__nor2b_1                2      2
sky130_fd_sc_hd__nor3_1                 2      2
sky130_fd_sc_hd__o21a_1                 1      1
sky130_fd_sc_hd__or2_1                  1      1
==> cells by family (layout without fill, tap and decap cells) <==
group,Yosys count,in the layout,share of synthesized area [%]
AOI/OAI and AO/OA,2,2,4.42
buffers and inverters,2,12,2.66
DFF,8,8,71.2
and+or+nand+nor,11,11,21.7
==> power groups by stage <==
stage	registers [mW]	clock network [mW]	logic [mW]
finish	0.227	0.178	0.0358
CTS	0.227	0.181	0.0366
global route	0.228	0.198	0.0411
==> routing by layer <==
metal,vias up,global-route usage (%)
li1,92,-
met1,80,2.04
met2,5,1.69
met3,2,1.93
met4,0,0.352
met5,-,0
==> repair_timing <==
action | CTS | global route
resized | 4 | 0
endpoints found under the setup margin | 8 | 1
pin swaps | 1 | 0
Power figures rest on the tool's default switching activity, not on a simulated workload.
