==> /design/flow/design.v <==
module HalfAdder(
  input a, b,
  output s, c
);
  xor(s, a, b);
  and(c, a, b);
endmodule
module FullAdder(
  input a, b, cin,
  output sum, cout
);
  wire haS, haC, faC;
  HalfAdder HA0(a, b, haS, haC);
  HalfAdder HA1(haS, cin, sum, faC);
  or(cout, haC, faC);
endmodule
module CLAdder(
  input [3:0]a,
  input [3:0]b,
  input cin,
  output [3:0]sum,
  output cout
);
  wire c1, c2, c3;
  FullAdder FA0(a[0], b[0], cin, sum[0], c1);
  FullAdder FA1(a[1], b[1], c1, sum[1], c2);
  FullAdder FA2(a[2], b[2], c2, sum[2], c3);
  FullAdder FA3(a[3], b[3], c3, sum[3], cout);
endmodule
module TBMultiplier(
  input [1:0]a,
  input [1:0]b,
  output [3:0]p
);
  wire a1, a2, a3;
  and(p[0], a[0], b[0]);
  and(a1, a[0], b[1]);
  and(a2, a[1], b[0]);
  and(a3, a[1], b[1]);
  wire c;
  HalfAdder HA0(a1, a2, p[1], c);
  HalfAdder HA1(a3, c, p[2], p[3]);
endmodule
module Multiplier(
  output [7:0]out,
  input [5:0]in1,
  input [1:0]in2
);
  wire [3:0]p0, p1, p2;
  TBMultiplier MU0(in1[1:0], in2, p0);
  TBMultiplier MU1(in1[3:2], in2, p1);
  TBMultiplier MU2(in1[5:4], in2, p2);
  assign out[1:0] = p0[1:0];
  CLAdder AD0(p1, {p2[1:0], p0[3:2]}, 1'b0, out[5:2], c0);
  HalfAdder HA0(p2[2], c0, out[6], c1);
  HalfAdder HA1(p2[3], c1, out[7], c2);
endmodule
==> /design/flow/run.sh <==
#!/bin/bash
# OpenROAD 26Q1-2900-gdf79404cd8, Yosys 0.63+post, stock flow scripts
make -C /OpenROAD-flow-scripts/flow DESIGN_CONFIG=/design/flow/config.mk WORK_HOME=/design/flow/orfs finish
==> /design/flow/config.mk <==
export PLATFORM = sky130hd
export DESIGN_NAME = Multiplier
export DESIGN_NICKNAME = Multiplier
export VERILOG_FILES = /design/flow/design.v
export SDC_FILE = /design/flow/constraint.sdc
export NUM_CORES = 4
export LEC_CHECK = 1
export CORE_AREA = 10 10 70 70
export DIE_AREA = 0 0 80 80
==> /design/flow/constraint.sdc <==
current_design Multiplier

set clk_period 2.6
set clk_io_pct 0.2

create_clock -name clk0 -period $clk_period

set non_clock_inputs [all_inputs -no_clocks]
set_input_delay [expr $clk_period * $clk_io_pct] -clock clk0 $non_clock_inputs
set_output_delay [expr $clk_period * $clk_io_pct] -clock clk0 [all_outputs]
==> reports/metrics.cfg <==
[die]
core_area_um2=3420
die_x_um=80
rows=21
die-area_um2=6400
die_y_um=80
io_pins=16
floorplan.core_util_pct=9.01

[setup_path]
path_cells=buf_6 -> and2_4 -> ha_4 -> ha_4 -> ha_4 -> fa_2 -> inv_2 -> fa_2 -> inv_2 -> fa_2 -> inv_2 -> fa_2 -> inv_1 -> buf_2
start_kind=input pin
crit_path_max_fanout=2
crit_type=input pin to output pin
slowest_delay_ns=0.42
critPathMostFrequentCell=fa_2
critical-path-slowest-cell=fa_2
worst_ep_arrival_time_ns=2.83
required_ns=2.08
crit_path_end_kind=output pin

[drt]
post_drt_wl_per_cell_um=8.10
vias=244
drt-initial-drc-count=2
viasPerCell=2.60
first_pass_iters=2
wl_um=761
post-route-drc-count=0
ant_nets=0
n_antenna_cell=0

[power_and_ir_drop]
power_leakage_nw=0.238
ir_worst_vdd_v=0.0000604
power_density_nw_per_um2=127

[placement]
dp_hpwl_um=689
place_congestion=0.666
dpl-instance-area_um2=541
port_buffers=16

[global_routing]
antenna_found_initial=0
grt_pass1_wl_um=1260
grt_pass1_vias=275
grt_overflow=0
grt_usage_pct=2.39
grt_max_degree=6

[layout]
final_area_um2=533
syn2layout_area_growth_pct=73.2
nClkBuffers=0
flop_area_um2=0
drive_above_1_share_pct=52.1
flops=0

[cts]
post-cts-setup-buffers=0

[logic_synthesis]
yosysUniqueCellTypes=6
synth_cells=37
syn_area_um2=308
synth_seq_share_pct=0
yosys_cells=37
syn_avg_cell_area_um2=8.32
yosysWarnings=3
ys_area_um2=308

[final_timing]
setup_viol=4
hold_slack_ns=1.67
rsz0062_at_grt=yes
finalCriticalPeriod_ns=3.35
report.final.hold_viol_count=0
fmax_mhz=298
worstMarginPinSlew_ns=0.112
slew_headroom_pct=92.5
fin_crit_sh_pct=129
drv_slew=0
setup_ws_ns=-0.753

[outcome]
violations=negative setup slack
outcome=finished, violations left

[flow_run]
cap_violations=0
warnings=35

[min_path]
worstHoldEndpoint=out[7]
min_from=in2[1]
hold_depth=6
hold_path_class=input pin to output pin

worst max-delay path by stage:
stage                 slack (ns)    from  cells past startpoint     end
after global routing       -0.85  in1[0]                     14  out[6]
after CTS                  -0.80  in1[0]                     14  out[6]
final                      -0.75  in1[0]                     14  out[6]
power by group:
| group | leakage, nW | switching, mW | internal [mW] | total (mW) |
|---|---|---|---|---|
| combinational | 0.238 | 0.0239 | 0.0435 | 0.0674 |
| sequential | 0 | 0 | 0 | 0 |
| clock | 0 | 0 | 0 | 0 |
| total | 0.238 | 0.0239 | 0.0435 | 0.0674 |
critical path: cells and delay by family:
family | cells | cell delay, ns
adders and majority gates | 7 | 1.78
buffers and inverters | 6 | 0.38
and+or+nand+nor | 1 | 0.15
cell usage in the layout (no fill, tap or decap), drive strengths merged:
cell | netlist | layout
buf | 7 | 10
inv | 8 | 8
and2 | 10 | 10
fa | 4 | 4
ha | 6 | 6
dlygate4sd2 | 0 | 3
clkdlybuf4s50 | 0 | 5
nand2 | 2 | 2
synthesized netlist by cell type, drive strengths merged:
master | n | area [µm²]
fa | 4 | 80.1
ha | 6 | 75.1
nand2 | 2 | 7.51
inv | 8 | 30.0
buf | 7 | 52.6
and2 | 10 | 62.6
metrics by stage:
stage	util, %	setup WS (ns)	total power, mW	instances	TNS [ns]
finish	15.6	-0.753	0.0674	94	-1.81
CTS	15.6	-0.803	0.0702	94	-1.96
global route	15.6	-0.849	0.0786	94	-2.12
global placement	15.8	-1.58	0.0758	94	-5.87
detailed placement	15.8	-1.60	0.0767	94	-5.99
floorplan	-	-0.670	0.0435	37	-1.48
timing repair:
item,in CTS,in global routing
resized,36,0
hold buffers,0,0
pin swaps,11,2
setup endpoints to repair,6,4
cells by family after synthesis:
kind of cell,count (synthesis),synth area share (%)
fa+ha+maj,10,50.4
buf+inv,15,26.8
simple gates,12,22.8
layout make-up:
cell class	instances	area, µm²
Multi-Input combinational cell	22	295
Fill cell	398	2880
Inverter	8	30.0
Tap cell	46	57.6
Timing Repair Buffer	18	150
routing by layer:
layer / vias up / track usage (%) / wire length, µm
met2: 13 / 2.73 / 253
li1: 124 / - / -
met5: - / 0 / 0
met3: 0 / 1.82 / 158
met4: 0 / 0 / 0
met1: 107 / 3.54 / 349
No activity file was given, so power comes from the tool's default toggle rates.
